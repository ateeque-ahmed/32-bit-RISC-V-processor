$ cat /design/flow/design.v
`timescale 1ns / 1ps
module Instruction_Fetch(
    input clk,
    input reset,
    output [7:0] Instruction_code
    );
reg [7:0]PC;
Instruction_Memory m0(PC, reset, Instruction_code);
wire [7:0]JumpAddress;
sign_extender s1(Instruction_code[5:0],JumpAddress);
always@(posedge clk, negedge reset)
begin
	if(reset == 0)
		PC <= 0;
	else if(Instruction_code[7:6]==2'b11)
		PC <= PC+1+JumpAddress;
    else
        PC <=PC+1;
end
endmodule
`timescale 1ns / 1ps
module Instruction_Memory(
    input [7:0] PC,
    input reset,
    output [7:0] Instruction_Code
    );
reg [7:0] Mem [7:0];
assign Instruction_Code = Mem[PC];
always @(reset)
begin
if(reset==0)
begin
Mem[0]=8'b00100101;  
Mem[1]=8'b01100001;  
Mem[2]=8'b00101100;  
Mem[3]=8'b11000001;  
Mem[4]=8'b01101011;  
Mem[5]=8'b00011101;  
end
end
endmodule
`timescale 1ns / 1ps
module sign_extender(
input [5:0] writeData6,
output [7:0] writeData8
);
assign writeData8 = {
writeData6[5],
writeData6[5],
writeData6};
endmodule
$ cat /design/flow/run.sh
#!/bin/bash
# OpenROAD 26Q1-2900-gdf79404cd8, Yosys 0.63+post, stock flow scripts
make -C /OpenROAD-flow-scripts/flow DESIGN_CONFIG=/design/flow/config.mk WORK_HOME=/design/flow/orfs finish
$ cat /design/flow/config.mk
export PLATFORM = sky130hd
export DESIGN_NAME = Instruction_Fetch
export DESIGN_NICKNAME = Instruction_Fetch
export VERILOG_FILES = /design/flow/design.v
export SDC_FILE = /design/flow/constraint.sdc
export NUM_CORES = 4
export LEC_CHECK = 1
export CORE_AREA = 10 10 70 70
export DIE_AREA = 0 0 80 80
$ cat /design/flow/constraint.sdc
current_design Instruction_Fetch

set clk_period 1.6
set clk_io_pct 0.2

create_clock -name clk0 -period $clk_period [get_ports {clk}]

set non_clock_inputs [all_inputs -no_clocks]
set_input_delay [expr $clk_period * $clk_io_pct] -clock clk0 $non_clock_inputs
set_output_delay [expr $clk_period * $clk_io_pct] -clock clk0 [all_outputs]
==> summary.txt <==
run results: Top cells by area=ha_1, dfrtp_1, a21boi_4, xor2_1, a21oi_1, num rows=21, DIE AREA=6400 um^2, fin. max-slew vios=0, fin util=between 20% and 30%, DR DRC count=0, Routed wire per std cell=10.8 um, core area=3420 um^2, Final setup viols=11, Design Power=0.213 mW, Layout Cells excl Fill=128, P_leak=approximately 0.4 nW, r2r setup slk=-0.32 ns, Detailed Place HPWL=875 um, RSZ-0062 raised after global routing=true, H-tree Lvls=1, Worst-path clk slew=0.04 ns, grt total ovfl=0, # Cells Yosys=41, CTS tree=built, DP Area=628 um^2, Ys Warns=19, register area=77.6 um^2, I/O pin cnt=10, Clock Skews=roughly 0.001 ns, PortBufs=9, Routed WL=between 1 and 1.5 mm, Final WS setup=-0.332 ns, All-Layer GR Usage=4.19%, R2R Path End=PC[2], first-pass GRT wire length=2.26 mm, final instance area=925 um^2, drt pass-1 iters=2, worst-path maximum fanout=4, Worst setup EP type=output pin, Registers, synthesis=3, final critical-path share of the clock period=121%, Root Buffer=clkbuf_4, reg2reg path depth=10, CP Cell Sequence=inv_2 > ha_4 > buf_4 > buf_6 > buf_4 > a21boi_4 > buf_2, Top Layout Cells=buf_4, buf_6, ha_4, buf_2, Reg with most FFs=PC, Latency at later pin=~0.23 ns, synthesized cell area=approximately 380 um^2, Fin. Hold Viols=0, Largest regs=PC: 3 flops, max reg flops=3, min Tclk post-route=between 1.5 and 2 ns, violated checks=setup timing, DR vias/cell=3.63, Yosys top cell by area=ha_1, Crit Path Category=reg -> out, Layout area overhead=145%, vias in the first global route=484, P per Cell Area=230 nW/um^2, Detail Route Antenna Nets=0, synthesis area per yosys=378 um^2, Die Ht=80 um, Max-Cap Viols=0, Syn Area/Cell=9.22 um^2, # clock sinks=3, layout cells sized above 1=81.7%, status=complete, but fails checks, Fmax achieved=518 MHz, worst r2r src=PC[1], Initial DRC Count=5, register share after synthesis=19.9%, Commonest Layout Cell=buf_4, Worst VDD drop=between 0.2 and 0.25 mV, Rel. slew slack=between 80% and 90%, die x size=80 um, routed length on met3=between 90 and 100 um, highest routed layer=met4, area share of the largest cell type after synthesis=roughly a quarter, WP data arrival=roughly 1.6 ns, worst hold margin=0.271 ns, Clock Path Buffers=2, Metal-1 WL=604 um, floorplan core density=11.1%, antenna violations before repair=0, OpenROAD warnings=31, Worst-Margin Slew=roughly 0.22 ns, # diodes=0, Netlist cell types=20, DR vias=464, Crit path top cell by count=buf_4, setup TNS=-1.94 ns, placed insts=107, Critical Path RT=between 1 and 1.5 ns, largest net degree at the start of global routing=5, Place WS=-0.360 ns, fill cell count=~350, GP Congestion=0.781, total CTS buffers=3, WL met2=674 um, Max stage delay on crit path=0.39 ns, crit start category=flop, Synth Instances=41, Combinational Area=442 um^2, worst hold path type=in -> async, Crit-path slowest cell=dfrtp_1
repair_timing:
item	in CTS	in global routing
resized	50	15
pin swaps	14	15
setup buffers	13	5
hold buffers	0	0
gates cloned	0	0
setup endpoints to repair	11	11
cell usage after synthesis:
cell type  number
ha_1            8
a21oi_1         3
dfrtp_1         3
nand2_1         3
nor2_1          3
o21ai_0         3
and2_1          2
inv_1           2
nand2b_1        2
xor2_1          2
a21boi_4        1
a21o_1          1
a22oi_1         1
buf_6           1
inv_2           1
mux2_1          1
mux2i_2         1
nand2b_4        1
nor3_1          1
o21bai_1        1
layer usage:
layer	track usage, %	up-vias
met5	0	-
met4	0.704	0
met3	1.59	2
met2	7.22	9
met1	4.86	229
li1	-	224
worst max-delay path, delay by kind of cell, from the launching register on:
| family | cells | cell delay, ns |
|---|---|---|
| buf+inv | 5 | 0.60 |
| flops | 1 | 0.39 |
| compound gates | 1 | 0.15 |
| fa+ha+maj | 1 | 0.23 |
power by group:
group / switching (mW) / total [mW] / internal (mW)
Combinational: 0.00138 / 0.00355 / 0.00217
Sequential: 0 / 0.0763 / 0.0763
Clock: 0.0395 / 0.133 / 0.0935
final cells by class:
type,instances,share of cell area [%]
Inverter,3,1.49
Sequential cell,3,8.39
Tap cell,46,6.22
Clock buffer,4,2.84
Timing Repair Buffer,38,33.3
Multi-Input combinational cell,34,47.8
worst max-delay path by stage:
stage                 start                  end  cells after the start
final                 PC[1]  Instruction_code[7]                      7
after global routing  PC[1]                PC[2]                     10
after CTS             PC[1]                PC[2]                     10
cell families (layout without fill, tap and decap cells):
group / after synthesis / after routing / synth area share [%]
xor gates and xnor gates: 2 / 2 / 4.64
muxes: 2 / 2 / 6.62
and+or+nand+nor: 12 / 12 / 17.5
DFF: 3 / 3 / 19.9
buffers and inverters: 4 / 45 / 5.96
AOI/OAI and AO/OA: 10 / 10 / 18.9
adders and majority gates: 8 / 8 / 26.5
Power and IR drop assume default switching activity.
