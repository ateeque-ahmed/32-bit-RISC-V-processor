**design/flow/run.sh**
```bash
#!/bin/bash
# OpenROAD 26Q1-2900-gdf79404cd8, Yosys 0.63+post, stock flow scripts
make -C /OpenROAD-flow-scripts/flow DESIGN_CONFIG=/design/flow/config.mk WORK_HOME=/design/flow/orfs finish
```
**design/flow/config.mk**
```make
export PLATFORM = sky130hd
export DESIGN_NAME = register_file
export DESIGN_NICKNAME = register_file
export VERILOG_FILES = /design/flow/design.v
export SDC_FILE = /design/flow/constraint.sdc
export NUM_CORES = 4
export LEC_CHECK = 1
export CORE_UTILIZATION = 50
```
**design/flow/constraint.sdc**
```tcl
current_design register_file

set clk_period 1.7
set clk_io_pct 0.2

create_clock -name clk0 -period $clk_period

set non_clock_inputs [all_inputs -no_clocks]
set_input_delay [expr $clk_period * $clk_io_pct] -clock clk0 $non_clock_inputs
set_output_delay [expr $clk_period * $clk_io_pct] -clock clk0 [all_outputs]
```
**design/flow/design.v**
```verilog
`timescale 1ns / 1ps
module register_file(
    input [2:0] Read_Reg_Num_1,
    input [2:0] Read_Reg_Num_2,
    input [2:0] Write_Reg_Num,
    output [7:0] Read_Data_1,
    output [7:0] Read_Data_2,
    input [7:0] Write_Data,
    input RegWrite,
    input Reset
    );
    integer i;
    reg [7:0] RegMem [7:0];
    always@(*)
    begin
    if(Reset==0)
    begin
    RegMem[0]=8'b00000000;
    RegMem[1]=8'b00000001;
    RegMem[2]=8'b00000010;
    RegMem[3]=8'b00000011;
    RegMem[4]=8'b00000100;
    RegMem[5]=8'b00000101;
    RegMem[6]=8'b00000110;
    RegMem[7]=8'b00000111;
    end
    else if(RegWrite)
    begin
     RegMem[Write_Reg_Num]=Write_Data;
    end
    end
    assign Read_Data_1=RegMem[Read_Reg_Num_1];
    assign Read_Data_2=RegMem[Read_Reg_Num_2];
endmodule
```
==> reports/results.ini <==
[status]
status = complete, but fails checks
violations = negative setup slack

[critical_path]
startpoint = Read_Reg_Num_2[1]
crit_chain = buf_8 -> buf_12 -> buf_8 -> buf_6 -> mux2_4 -> a32oi_1 -> a31oi_1 -> buf_2
crit_family = buffers and inverters
critPathArrivalTime_ns = 1.50
cp.required_ns = 1.36
cp_common_cell = buf_8
crit_end = Read_Data_2[5]
critPathBufInv = 5
cp_max_fo = 7
cp_slowest_cell = mux2_4
path_depth = 8
end_kind = primary output
start_kind = primary input
slowest_delay_ns = 0.29
crit_type = in -> out

[final_timing]
drv_slew = 0
fin_crit_sh_pct = 108.3
untimed_endpoints = 64
fmax_mhz = 543.3
setup_slack_ns = -0.1407
rsz0062_at_grt = yes
max_slew_margin_pct = 55.66
tns_ns = -0.6625
holdWs_ns = 1.150
setup_viol = 7
worst_slew_pin_slew_ns = 0.6630
unclocked_pins = 64
period_needed_ns = 1.841
hold_viol = 0

[synthesis]
synth_stat.cells = 241
syn_inst = 241
synth_cell_type_count = 31
yosysWarnings = 2
logic_family = AND-OR/OR-AND gates
synthSimpleGateAreaFrac_pct = 15.58
syn_avg_cell_area_um2 = 9.366
ys_sh_adder_pct = 0
yosys.area_share.aoi_pct = 20.73
xor_share_pct = 0
synth_flops = 64
mux_area_share_pct = 15.41
netlist_area_um2 = 2257
yosys_area_um2 = 2257

[power]
powerDensity_nw_per_um2 = 220.3
leakagePower_nw = 1.559
ir_drop_v = 0.0001596
p_int_mw = 0.4517
swShare_pct = 39.78
p_clk_share_pct = 0
p_switching_mw = 0.2983
pwr-share-seq_pct = 18.2
power_frac_comb_pct = 81.8

[grt]
antenna_found_initial = 0
overflow = 0
grt_use_total_pct = 33.82
grt_max_degree = 20
grt_pass1_vias = 2288
grt_pass1_wl_mm = 12.08

[final_layout]
area_delta_synth_final_pct = 50.83
largest_reg_flops = 64
fillers = 271
drive_gt1_share_pct = 39.26
mi_logic_area_um2 = 1350
register_area_um2 = 960.9

[die]
core_area_um2 = 4354
ios = 35
fp.dieW_um = 69.19
die.size.y_um = 69.19
rows = 24
die-area_um2 = 4787
fp_util_pct = 51.84

[placement]
gp_congestion = 0.8934
post-dp-hpwl_mm = 4.383
io_buffer_count = 35

[route]
num_vias = 2228
wl_mm = 7.604
drt-initial-drc-count = 147
ant_nets = 0
antennaDiodeCount = 0
avgViaCountPerCell = 5.894
route.detailed.drc = 0
firstDrtPassIters = 4
wl_per_cell_um = 20.12

[min_path]
min_path_type = in -> out

[flow_run]
maxCapViolCount = 0
tool_warnings = 35

-- tightest hold or removal path: stages --
cell and delay [ns]:
buf_4 0.14, a211oi_1 0.06, o22a_1 0.17, buf_2 0.10
-- layer usage --
layer	vias up	global-route usage, %	share of wire [%]
met5	-	0	0
met2	103	48.65	44
met1	1046	54.33	45
met3	14	6.785	8.7
li1	1065	-	-
met4	0	8.163	1.9
-- cells by family after synthesis --
group / after synthesis
compound gates: 63
buf+inv: 21
latches: 64
mux: 34
simple gates: 59
-- through the flow --
| step | setup slack (ns) | instance area [um^2] | power, mW | utilization, % | cells |
|---|---|---|---|---|---|
| global placement | -0.8382 | 2828 | 0.6032 | 64.94 | 343 |
| global route | -0.1597 | 3405 | 0.7951 | 78.19 | 378 |
| CTS | -0.1057 | 3395 | 0.7331 | 77.96 | 380 |
| detailed placement | -0.8283 | 2828 | 0.6009 | 64.94 | 343 |
| finish | -0.1407 | 3405 | 0.7500 | 78.19 | 378 |
| floorplan | 0.2529 | 2257 | 0.3572 | - | 241 |
-- worst min-delay path by stage --
stage / cells past startpoint / start / slack [ns] / to
finish: 4 / Read_Reg_Num_2[2] / 1.15 / Read_Data_2[2]
CTS: 4 / Read_Reg_Num_2[2] / 1.15 / Read_Data_2[2]
global route: 4 / Read_Reg_Num_2[2] / 1.17 / Read_Data_2[2]
-- final cells by class --
type                    instances  area share [%]
flip-flops and latches         64           28.22
well taps                      52           1.911
multi-input cells             156           39.65
inverters                       3          0.3308
repair buffers                103           29.88
-- cell usage after synthesis (all sizes together) --
library cell / n / share of area [%]
dlxtn: 64 / 43
mux2i: 28 / 12
buf: 16 / 4.8
nor3b: 16 / 5.3
nand2b: 14 / 3.9
nor2: 11 / 1.9
a211oi: 9 / 3.0
and2: 9 / 2.5
o22ai: 9 / 2.5
o22a: 8 / 3.1
a21oi: 7 / 1.6
a22oi: 6 / 2.0
a31oi: 6 / 1.7
a32oi: 6 / 2.3
mux2: 6 / 3.0
nand2: 6 / 1.0
o31a: 6 / 2.3
inv: 3 / 0.50
clkbuf: 2 / 0.39
o21a: 2 / 0.66
o32a: 2 / 0.89
a21o: 1 / 0.33
a22o: 1 / 0.39
and3b: 1 / 0.39
nor2b: 1 / 0.28
or3: 1 / 0.28
-- power groups by stage --
| stage | logic, mW | registers [mW] | clock network [mW] |
|---|---|---|---|
| finish | 0.613 | 0.137 | 0 |
| CTS | 0.599 | 0.134 | 0 |
| global route | 0.654 | 0.141 | 0 |
-- repair_timing --
action                                  in CTS  in global routing
hold endpoints to repair                     0                  0
resized                                    153                 14
cloned                                       5                  0
buffers inserted                            33                  1
pin swaps                                   42                 21
endpoints found under the setup margin      16                 15
hold buffers                                 0                  0
-- layout by cell type, fill, tap and decap left out, drive strengths merged, types with 2 or more instances in the layout --
cell type and count:
o22a 8, o31a 6, buf 88, dlxtn 64, nor3b 16, a32oi 6, o32a 2, and2 9
nand2 6, a31oi 6, clkdlybuf4s50 13, inv 3, mux2i 28, clkbuf 2, nor2 11, a22oi 6
nand2b 14, a211oi 9, a21oi 7, o22ai 9, mux2 6, o21a 2
Power is estimated from default activity; no workload was simulated.
